==> /design/flow/design.v <==
module uart_tx_V2(
    input wire clk,
    input wire [7:0] din,
    input wire wr_en,
    output wire tx_busy,
    output reg tx_p    
);
initial begin
    tx_p = 1'b1;
end
parameter clk_freq = 27000000;
parameter uart_freq = 115200;
localparam STATE_IDLE	= 2'b00;
localparam STATE_START	= 2'b01;
localparam STATE_DATA	= 2'b10;
localparam STATE_STOP	= 2'b11;
reg[7:0] localdin;
reg localwr_en;
always@(*)begin	
    localdin<=din;
    localwr_en<=wr_en;
end
reg [7:0] data= 8'h00;
reg [2:0] bitpos= 3'h0;
reg [1:0] state= STATE_IDLE;
wire tx_clk;
localparam TX_CLK_MAX = (clk_freq / uart_freq)-1;
reg[$clog2(TX_CLK_MAX+1)+1:0] tx_clkcnt;
assign tx_clk = (tx_clkcnt == 0);
initial tx_clkcnt=0;
always @(posedge clk) begin
	if (tx_clkcnt >= TX_CLK_MAX)
		tx_clkcnt <= 0;
	else
		tx_clkcnt <= tx_clkcnt + 1;
end
always @(posedge clk) begin
	case (state)
	STATE_IDLE: begin
		if (localwr_en) begin
			state <= STATE_START;
			data <= localdin;
			bitpos <= 3'h0;
		end
	end
	STATE_START: begin
		if (tx_clk) begin
			tx_p <= 1'b0;
			state <= STATE_DATA;
		end
	end
	STATE_DATA: begin
		if (tx_clk) begin
			if (bitpos == 3'h7)
				state <= STATE_STOP;
			else
				bitpos <= bitpos + 3'h1;
			tx_p <= data[bitpos];
		end
	end
	STATE_STOP: begin
		if (tx_clk) begin
			tx_p <= 1'b1;
			state <= STATE_IDLE;
		end
	end
	default: begin
		tx_p <= 1'b1;
		state <= STATE_IDLE;
	end
	endcase
end
assign tx_busy = (state != STATE_IDLE);
endmodule
==> /design/flow/run.sh <==
#!/bin/bash
# OpenROAD 26Q1-2900-gdf79404cd8, Yosys 0.63+post, stock flow scripts
make -C /OpenROAD-flow-scripts/flow DESIGN_CONFIG=/design/flow/config.mk WORK_HOME=/design/flow/orfs finish
==> /design/flow/config.mk <==
export PLATFORM = sky130hd
export DESIGN_NAME = uart_tx_V2
export DESIGN_NICKNAME = uart_tx_V2
export VERILOG_FILES = /design/flow/design.v
export SDC_FILE = /design/flow/constraint.sdc
export NUM_CORES = 4
export LEC_CHECK = 1
export CORE_AREA = 10 10 106 106
export DIE_AREA = 0 0 116 116
==> /design/flow/constraint.sdc <==
current_design uart_tx_V2

set clk_period 3.2
set clk_io_pct 0.2

create_clock -name clk0 -period $clk_period [get_ports {clk}]

set non_clock_inputs [all_inputs -no_clocks]
set_input_delay [expr $clk_period * $clk_io_pct] -clock clk0 $non_clock_inputs
set_output_delay [expr $clk_period * $clk_io_pct] -clock clk0 [all_outputs]
==> qor.txt <==
Run status = completed
Fraction of layout cells with a size suffix above 1 = 0.0865
Post-CTS clock slew at the launch and capture registers of the worst setup and hold paths = 0.08 ns
Gate count after technology mapping = 88
Largest net degree at the start of global routing = 15
CTS root buf = clkbuf_8
Avg Cell Area, Syn = 12.3 µm²
CP most frequent cell = inv_1
Crit path DRT = 2.56 ns
Maximum clock insertion buffer count = 2
Post-Syn Area = 0.00108 mm²
Worst reg-to-reg setup slack = 1.35 ns
Slowest Stage Delay on Critical Path = 0.48 ns
Horizontal die dimension = 116 µm
Total grt overflow = 0
IO buf count = 11
Detailed Route WL = 1920 µm
Hold/Removal Path Class = reg2reg
Layout Cell Area excl Fill = 0.00140 mm²
Unrepaired setup endpoints after global routing = no
Core Area = 0.00885 mm²
DR DRC count = 0
1st-iter DRT viols = 49
Endpoint of the lowest-slack register-to-register path = state[0]
Beginning of the worst register-to-register path = tx_clkcnt[0]
Hpwl dp = 1550 µm
Number of warnings the tools reported = 30
# resized after CTS = 0
Total inserted antenna cells = 0
Min Clock Period, post-route = 2.16 ns
Proportion of netlist area held by the largest area contributor = 0.388
Number of vias after detailed routing = 659
Worst voltage drop across the vdd grid = 0.203 mV
Endpoint of the worst hold path = tx_clkcnt[0]
ANT nets after route = 0
Synth area leader = edfxtp_1
TritonCTS clock tree = built
Setup bufs post-CTS = 0
Worst-Skew Late Latency = 0.26 ns
TritonRoute pass-1 iters = 4
Slowest stage cell, crit path = clkdlybuf4s50_1
CP Capture Type = primary output
CTS buffer count = 3
Number of standard cells reported by yosys = 88
Endpoints failing setup = 0
Top fanout value on the critical path = 4
Maximum frequency from static timing analysis = 463 MHz
Total number of clock tree sinks = 24
First-pass GRT wire length = 3110 µm
Min-delay src = tx_clkcnt[0]
Starting density of the core = 0.122
CP arrival = 1.52 ns
Cell depth of the worst flop-to-flop path = 6
Number of global-route vias before repair = 636
Area of the die = 0.0135 mm²
Part of the Yosys area used for sequential elements = 0.573
Total power density per cell area = 710 mW/mm²
Number of filler instances in the final layout = 975
Library cells used by synthesis = 29
Leading post-synthesis cells by cell area = edfxtp_1 39%, dfxtp_1 18%, ha_1 10%, nor2_1 3.5%, xor2_1 2.4%
Rows = 34
Ys flops = 24
Ordered list of cells on the worst path = inv_1 -> ha_1 -> inv_1 -> clkdlybuf4s50_1
Worst Skew = 0.00361 ns
Overall die height = 116 µm
Final hold slack = 0.503 ns
Pins Over Slew Limit = 0
Type of the worst setup path = reg2out
Tcrit/Tclk final = 0.674
Number of buffers inserted by hold repair at cts = 0
Area of the synthesized netlist per yosys stat = 0.00108 mm²
Routed length per placed instance = 9.08 µm
Growth of design area from synthesis to finish = 29.6%
Ports placed on the boundary = 12
Max H-tree Level = 1
GPL Wtd Cong = 0.723
Initial antenna violation count = 0
Sum of negative setup slack = 0 ns
Total routing resource utilization after global routing = 0.0294
Worst Hold Path Cells = 1
Critical path startpoint = state[0]
Placement Cell Area = 0.00133 mm²
Warnings from Yosys = 1
LEAKAGE = 0.522 nW
Hold violation count in the final report = 0
Mean number of vias per cell = 3.11
Crit path launch type = flop
Count of max-cap constraint violations = 0
==> synthesized netlist by cell type <==
| cell | n |
|---|---|
| nand2_1 | 2 |
| o211a_1 | 2 |
| dfxtp_1 | 10 |
| nor4b_1 | 1 |
| mux2i_1 | 2 |
| ha_1 | 9 |
| o21ai_0 | 1 |
| o21ai_2 | 1 |
| nor3_1 | 3 |
| and2_1 | 3 |
| xor2_1 | 3 |
| and3_2 | 1 |
| a31o_1 | 1 |
| nand3b_1 | 1 |
| edfxtp_1 | 14 |
| a31oi_1 | 1 |
| o31a_1 | 1 |
| or2_1 | 1 |
| o22ai_1 | 1 |
| inv_1 | 6 |
| and2b_2 | 1 |
| nand3_1 | 5 |
| and3_1 | 2 |
| mux4_2 | 1 |
| xnor2_1 | 2 |
| a21oi_2 | 1 |
| or3b_1 | 1 |
| nor2_1 | 10 |
| conb_1 | 1 |
==> flip-flops by register name, indices dropped and copies added, names as in the netlist <==
name,flops
tx_p,1
tx_clkcnt,10
state,2
bitpos,3
data,8
==> cell families after synthesis <==
kind of cell	share of synthesized area
simple gates	0.151
flops	0.573
buf+inv	0.0208
compound gates	0.0671
mux	0.0393
other cells	0.00346
fa+ha+maj	0.104
xor+xnor	0.0405
==> worst max-delay path by stage <==
stage          to  slack, ns  depth (start not counted)
6_report  tx_busy       1.04                          4
5_1_grt   tx_busy       0.91                          4
4_1_cts   tx_busy       1.02                          4
==> layout by cell type (no fill, tap or decap), types with 2 or more instances in the layout <==
cell,synthesis,routed
dfxtp_1,10,10
xor2_1,3,3
nor2_1,10,10
mux2i_1,2,2
clkbuf_8,0,3
edfxtp_1,14,14
nand2_1,2,2
inv_1,6,6
o211a_1,2,2
and2_1,3,3
ha_1,9,9
nor3_1,3,3
and3_1,2,2
clkdlybuf4s50_1,0,11
nand3_1,5,5
conb_1,1,2
xnor2_1,2,2
==> per-stage QoR <==
stage          setup WS, ns   util  std cells  total power, mW
6_report               1.04  0.159        212            0.996
5_1_grt               0.907  0.159        212             1.08
4_1_cts                1.02  0.159        212             1.01
3_5_place_dp           1.33  0.150        208            0.749
3_3_place_gp           1.35  0.150        208            0.742
2_1_floorplan          1.65      -         89            0.656
==> layer usage <==
| metal | vias to the layer above | global-route usage | routed length [µm] |
|---|---|---|---|
| met5 | - | 0 | 0 |
| met4 | 0 | 0.00250 | 0 |
| met3 | 0 | 0.0157 | 141 |
| met2 | 13 | 0.0387 | 758 |
| met1 | 306 | 0.0430 | 1020 |
| li1 | 340 | - | - |
==> report_power, final <==
group          internal, mW  switching [mW]
Combinational         0.138           0.130
Clock                 0.167          0.0940
Sequential            0.424          0.0427
==> cell type report <==
class                      instances  area (µm²)  share of cell area
multi-input combinational         59         443               0.316
tap                              108         135              0.0963
clock buffer                       3        41.3              0.0294
clock inverter                     1        30.0              0.0214
timing repair buffer              11         110              0.0785
inverter                           6        22.5              0.0161
sequential                        24         621               0.442
==> worst max-delay path: cells and delay by family, from the launching register on <==
kind / cells / cell delay [ns]
adder cells (fa/ha/maj): 1 / 0.22
buffers and inverters: 3 / 0.66
flip-flops: 1 / 0.38
Power and IR drop assume default switching activity.
